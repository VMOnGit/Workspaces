## flow/design.v

```verilog
module hamming #(parameter N=8)(
    output [N/2:0]count,
    input [N-1:0]in1,in2
);
    function [N/2:0] ham;
    input [N-1:0]in1;
    input [N-1:0]in2;
    reg [N-1:0]op;
    integer i;
    begin
        ham = 0;
        op=in1^in2;
        for(i=0;i<N;i=i+1)begin
            if (op[i]==1)
            ham=ham+1;
        end
    end
    endfunction
    assign count = ham(in1,in2);
endmodule
```

## flow/run.sh

```bash
#!/bin/bash
# OpenROAD 26Q1-2900-gdf79404cd8, Yosys 0.63+post, stock flow scripts
make -C /OpenROAD-flow-scripts/flow DESIGN_CONFIG=/design/flow/config.mk WORK_HOME=/design/flow/orfs finish
```

## flow/config.mk

```make
export PLATFORM = sky130hd
export DESIGN_NAME = hamming
export DESIGN_NICKNAME = hamming
export VERILOG_FILES = /design/flow/design.v
export SDC_FILE = /design/flow/constraint.sdc
export NUM_CORES = 4
export LEC_CHECK = 1
export CORE_AREA = 10 10 70 70
export DIE_AREA = 0 0 80 80
```

## flow/constraint.sdc

```tcl
current_design hamming

set clk_period 4.8
set clk_io_pct 0.2

create_clock -name clk0 -period $clk_period

set non_clock_inputs [all_inputs -no_clocks]
set_input_delay [expr $clk_period * $clk_io_pct] -clock clk0 $non_clock_inputs
set_output_delay [expr $clk_period * $clk_io_pct] -clock clk0 [all_outputs]
```

==> flow_summary.json <==
{
  "layout_min_cycle_time_ps": 5280,
  "drive_gt1_share_pct": 56.7,
  "cp-end-kind": "primary output",
  "fin_util_pct": 51.4,
  "synthesis.area_um2": 903,
  "regArea_um2": 0,
  "ff_count": 0,
  "tool_warnings": 36,
  "cp.arrival_ps": 4320,
  "ys_warn_count": 1,
  "wire_per_inst_um": 11.6,
  "p_sw_mw": 0.283,
  "final-hold-violation-count": 0,
  "grt_use_total_pct": 8.13,
  "core_area_um2": 3420,
  "yosys_cells": 106,
  "crit_required_ps": 3840,
  "clkPwrFrac_pct": 0,
  "synth_top_area_share_pct": 9.70,
  "via_per_inst": 4.80,
  "drt-total-wl_um": 2620,
  "leakagePower_nw": 0.800,
  "grt.overflow.total": 0,
  "postSynthSeqShare_pct": 0,
  "dpl.cell_count": 210,
  "layout-area-overhead-vs-synth_pct": 94.3,
  "clock_buffers": 0,
  "drv_slew": 0,
  "crit_type": "in2out",
  "max_cap_violations": 0,
  "ys_area_um2": 903,
  "finalClockPeriodUsage_pct": 110,
  "crit_chain": "buf_6 > xnor2_4 > buf_6 > ha_4 > xnor2_2 > ha_1 > xnor3_1 > nor2_2 > a31oi_2 > xor2_1 > nor2_1 > nor2_1 > ha_2 > a221oi_4 > o21ai_4 > ha_4 > nand2_4 > xnor2_2 > a21oi_1 > a31oi_1 > buf_2",
  "dieArea_um2": 6400,
  "final_area_um2": 1760,
  "placed_cell_area_um2": 1510,
  "post-place-ws_ps": -1340,
  "hpwl_um": 1940,
  "fillers": 296,
  "ys_types": 42,
  "endpoint": "count[2]",
  "setup_tns_ps": -1640,
  "p_per_area_nw_per_um2": 396,
  "top_area_cell": "ha_1",
  "violations": "negative setup slack",
  "seqPwrFrac_pct": 0,
  "crit_path_max_incr_delay_ps": 360,
  "holdCritPathClass": "in2out",
  "synthCells": 106,
  "grt_pass1_vias": 1045,
  "initCoreUtil_pct": 26.4,
  "pin_count": 21,
  "antenna_found_initial": 0,
  "syn_avg_cell_area_um2": 8.52,
  "worstPathMaxFanout": 3,
  "crit_start": "in1[0]",
  "finalWorstSetupSlack_ps": -477,
  "drt-initial-drc-count": 44,
  "slew_headroom_pct": 52.9,
  "io_buffers": 21,
  "grt_pass1_wl_um": 4590,
  "drc": 0,
  "drt_pass1_iterations": 4,
  "area_leaders": "ha_1 9.7%, xor2_1 9.7%, xnor3_1 7.5%",
  "fp.dieH_um": 80,
  "common_cells": "10 x nor2_1, 10 x xor2_1, 7 x ha_1, 7 x nand2_1, 6 x xnor2_1",
  "die_x_um": 80,
  "setup_viol": 4,
  "vias": 1084,
  "final_antenna_net_count": 0,
  "status": "complete, but fails checks",
  "worst_pin_slew_ps": 704,
  "internal_power_mw": 0.412,
  "rsz0062_at_grt": "true",
  "place_congestion": 0.791,
  "critPathSlowestCell": "a221oi_4",
  "max_clock_freq_mhz": 190,
  "peakVddDrop_v": 0.000148,
  "startpoint_type": "input port",
  "grt_start_max_net_pins": 10,
  "diodes": 0,
  "fp-row-count": 21,
  "fin_cells": 226,
  "swShare_pct": 40.7,
  "p_comb_share_pct": 100.0
}
## per-stage QoR
step,power (mW),hold WS [ps]
3_3_place_gp,0.544,3130
2_1_floorplan,0.316,2160
3_5_place_dp,0.548,3140
6_report,0.695,2880
4_1_cts,0.655,2880
5_1_grt,0.757,2930
## what timing repair did
action | CTS | global route
setup buffers | 13 | 5
resized | 59 | 15
hold endpoints to repair | 0 | 0
endpoints found under the setup margin | 4 | 4
pin swaps | 31 | 30
hold buffers | 0 | 0
## power groups by stage
stage	logic [mW]	registers [mW]	clock network, mW
4_1_cts	0.655	0	0
5_1_grt	0.757	0	0
6_report	0.695	0	0
## placed cells by master (no fill, tap or decap), drive strengths merged, types with 4 or more instances in the layout
cell	synthesis	routed
a31oi	4	4
xnor3	4	4
nor2	10	10
ha	7	7
clkdlybuf4s50	0	11
nand2	7	7
inv	5	5
nand4	4	4
buf	1	63
xnor2	11	11
xor2	10	10
## critical path, delay by kind of cell
kind / cells / cell delay (ps)
adders and majority gates: 4 / 990
xor gates and xnor gates: 5 / 910
AOI/OAI and AO/OA: 5 / 810
buffers and inverters: 3 / 340
and+or+nand+nor: 4 / 280
## routing by layer
metal / track usage, % / wire length, um / share of wire [%] / up-vias
li1: - / - / - / 567
met1: 11.4 / 1240 / 47 / 498
met2: 13.9 / 1270 / 48 / 19
met3: 0.795 / 113 / 4.3 / 0
met4: 0 / 0 / 0 / 0
met5: 0 / 0 / 0 / -
## worst min path at each step
stage	from	to	slack, ps	cells after the start
after CTS	in1[7]	count[1]	2880	4
after global routing	in1[7]	count[1]	2930	4
final	in1[7]	count[1]	2880	4
## cell families (layout without fill, tap and decap cells)
group / count (synthesis) / count (layout) / synth area share [%]
compound gates: 31 / 31 / 28.7
xor+xnor: 25 / 25 / 37.1
fa+ha+maj: 7 / 7 / 9.69
buf+inv: 7 / 81 / 3.05
mux: 3 / 3 / 3.46
simple gates: 33 / 33 / 18.0
## layout make-up
class / count / area, um^2 / share of cell area (%)
repair buffers: 76 / 613 / 34.9
well taps: 46 / 57.6 / 3.28
multi-input cells: 99 / 1070 / 60.7
inverters: 5 / 18.8 / 1.07
Power figures rest on the tool's default switching activity, not on a simulated workload.
