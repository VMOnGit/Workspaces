===== flow/design.v =====
module sync_fifo #(parameter DEPTH=8, DWIDTH=16)
(
        input               	rstn,                
                            	clk,                 
                            	wr_en, 				 
                            	rd_en, 				 
        input      [DWIDTH-1:0] din, 				 
        output reg [DWIDTH-1:0] dout, 				 
        output              	empty, 				 
                            	full 				 
);
  reg [$clog2(DEPTH)-1:0]   wptr;
  reg [$clog2(DEPTH)-1:0]   rptr;
  reg [DWIDTH-1 : 0]    fifo[7:0];
  always @ (posedge clk) begin
    if (!rstn) begin
      wptr <= 0;
    end else begin
      if (wr_en & !full) begin
        fifo[wptr] <= din;
        wptr <= wptr + 1;
      end
    end
  end
  initial begin
    $monitor("[%0t] [FIFO] wr_en=%0b din=0x%0h rd_en=%0b dout=0x%0h empty=%0b full=%0b",
             $time, wr_en, din, rd_en, dout, empty, full);
  end
  always @ (posedge clk) begin
    if (!rstn) begin
      rptr <= 0;
    end else begin
      if (rd_en & !empty) begin
        dout <= fifo[rptr];
        rptr <= rptr + 1;
      end
    end
  end
  assign full  = (wptr + 1) == rptr;
  assign empty = wptr == rptr;
endmodule

===== flow/run.sh =====
#!/bin/bash
# OpenROAD 26Q1-2900-gdf79404cd8, Yosys 0.63+post, stock flow scripts
make -C /OpenROAD-flow-scripts/flow DESIGN_CONFIG=/design/flow/config.mk WORK_HOME=/design/flow/orfs finish

===== flow/config.mk =====
export PLATFORM = sky130hd
export DESIGN_NAME = sync_fifo
export DESIGN_NICKNAME = sync_fifo
export VERILOG_FILES = /design/flow/design.v
export SDC_FILE = /design/flow/constraint.sdc
export NUM_CORES = 4
export LEC_CHECK = 1
export CORE_UTILIZATION = 30

===== flow/constraint.sdc =====
current_design sync_fifo

set clk_period 5.0
set clk_io_pct 0.2

create_clock -name clk0 -period $clk_period [get_ports {clk}]

set non_clock_inputs [all_inputs -no_clocks]
set_input_delay [expr $clk_period * $clk_io_pct] -clock clk0 $non_clock_inputs
set_output_delay [expr $clk_period * $clk_io_pct] -clock clk0 [all_outputs]

==> ci_impl_report.md <==
### Metrics collected by this job

| Metric | Value |
|---|---|
| Req. time, crit path | `4.00 ns` |
| Final instance area | `0.00721 mm²` |
| Root Buffer | `clkbuf_16` |
| # resized after CTS | `0` |
| Post-layout util | `37.9%` |
| CTS hold repair buffers | `0` |
| Comb power frac | `16.5%` |
| CTS sink cnt | `150` |
| Via count | `2725` |
| First-pass GRT wire length | `16100 µm` |
| Worst-path fanout max | `12` |
| Max-slew violations | `0` |
| Internal power | `2.53 mW` |
| Initial antenna violation count | `0` |
| Chip height | `142 µm` |
| Layout cells sized above 1 | `24.0%` |
| Total number of yosys warnings | `2` |
| Gate Area | `0.00139 mm²` |
| Vias in the first global route | `2898` |
| Final TNS setup | `0 ns` |
| GRT Util Overall | `11.6%` |
| Slowest CP cell | `dfxtp_1` |
| Unique cell types | `32` |
| Power Density | `462 mW/mm²` |
| Clock transition at path regs | `0.06 ns` |
| Drt total wl | `10200 µm` |
| CTS Buf Count | `17` |
| Reg area | `0.00445 mm²` |
| Layout area overhead | `22.2%` |
| Crit path setup slack, layout | `1.46 ns` |
| Mapped Cells | `265` |
| Sequential power share | `46.7%` |
| Synth Flop Type | `edfxtp_1` |
| Hpwl dp | `5970 µm` |
| CP max stage delay | `0.68 ns` |
| Post-route non-filler standard cell count | `594` |
| Crit-path cells | `buf_4 > xor2_2 > xor2_1 > nor2_1 > clkdlybuf4s50_1` |
| Sw Ratio | `24.0%` |
| CTS H-tree depth | `4` |
| I/O Buffers | `37` |
| Outcome | `complete, no violations` |
| P_leak | `2.28 nW` |
| Row count | `50` |
| Number of vias per cell | `4.59` |
| Placed insts | `562` |
| Cells in synth_stat.txt | `265` |
| Synth area leader | `edfxtp_1` |
| WS Path Type | `flop to output port` |
| Crit path time final | `3.54 ns` |
| Postcts setup bufs | `0` |
| Slew margin rel. | `52.5%` |
| Peak VDD IR | `0.257 mV` |
| Max-cap violations | `0` |
| Top cells by area | `edfxtp_1 73%, mux4_1 11%, mux2_2 3.1%, mux4_2 3.1%, dfxtp_1 2.0%` |
| Tool warnings | `25` |
| Async SR Flop Fraction | `0%` |
| Initial DRT Pass Iterations | `4` |
| # DRC | `0` |
| Critical Path Sink Type | `output port` |
| HP Class | `flop to flop` |
| Pre-CTS setup slack | `1.84 ns` |
| Clock Skews | `0.00531 ns` |
| Clk Latency, worst-skew pair | `0.42 ns` |
| Largest net degree at the start of global routing | `22` |
| Endpoints failing setup | `0` |
| Longest Clk Path Bufs | `2` |
| Number of synthesized flops with an enable pin | `144` |
| Cell Area, Synth | `0.00590 mm²` |
| CTS tree | `done` |
| Initial DRC Count | `197` |
| Layout filler cell count | `1716` |
| Synth flops | `150` |
| Floorplan core density | `31.0%` |
| Core area | `0.0190 mm²` |
| Drt wl/cell | `17.2 µm` |
| P_sw | `0.801 mW` |
| Clock Power Share | `36.8%` |
| Die area | `0.0202 mm²` |
| Yosys Chip Area | `0.00590 mm²` |
| Remaining Overflow, GRT | `0` |
| CP arrival | `2.54 ns` |
| # diodes | `0` |
| Least-Margin Pin Slew | `0.711 ns` |
| Die W | `142 µm` |
| Syn avg cell area | `22.3 µm²` |
| Final GP Congestion | `0.839` |
| Final hold viol count | `0` |
| Cycle use final | `70.7%` |
| Top area contributor share | `73.3%` |
| Post-synth seq share | `75.3%` |
| Startpoint class of the critical path | `flop` |
| I/O Pins | `38` |
| Post-route ant nets | `0` |
| Unrepaired setup endpoints after global routing | `false` |
| Area after DPL | `0.00663 mm²` |
| Fmax | `283 MHz` |
-- power groups by stage --
stage,clock network [mW],logic [mW],registers (mW)
after CTS,1.25,0.562,1.56
after global routing,1.31,0.606,1.57
final,1.23,0.550,1.56
-- area by class of cell --
| class | count | area share (%) |
|---|---|---|
| sequential | 150 | 61.7 |
| multi-input combinational | 101 | 19.3 |
| timing repair buffer | 49 | 6.39 |
| clock inverter | 15 | 2.15 |
| tap | 260 | 4.51 |
| inverter | 2 | 0.104 |
| clock buffer | 17 | 5.90 |
-- layout by cell type, fill, tap and decap left out, types with 4 or more instances in the layout --
cell type	count
a211oi_2	4
buf_4	12
clkdlybuf4s50_1	37
xor2_1	6
nand2_1	6
clkbuf_16	17
mux4_2	8
mux4_1	24
dfxtp_1	5
clkinvlp_4	5
mux2_2	16
edfxtp_1	144
-- cell families (layout without fill, tap and decap cells) --
group / after synthesis / in the layout / share of synthesized area [%]
xor+xnor: 7 / 7 / 1.17
simple gates: 29 / 29 / 2.54
mux: 50 / 50 / 17.1
flops: 150 / 150 / 75.3
fa+ha+maj: 2 / 2 / 0.424
compound gates: 13 / 13 / 1.55
buf+inv: 14 / 83 / 1.89
-- worst max-delay path: cells and delay by family (launching register included) --
kind                      cells  cell delay, ns
buffers and inverters         2            0.79
DFF                           1            0.68
xor gates and xnor gates      2            0.50
and+or+nand+nor               1            0.14
-- sequential cells by signal (all words and copies together), names as in the netlist --
| register | cells |
|---|---|
| fifo | 128 |
| rptr | 3 |
| dout | 16 |
| wptr | 3 |
-- through the flow --
stage / power [mW] / hold slack (ns)
after floorplan: 1.96 / 0.510
after global placement: 2.14 / 0.554
after detailed placement: 2.15 / 0.571
after CTS: 3.37 / 0.575
after global routing: 3.48 / 0.625
final: 3.33 / 0.574
-- layer usage --
| layer | track usage [%] | vias up | share of wire (%) | wire length, µm |
|---|---|---|---|---|
| met1 | 13.9 | 1341 | 36 | 3680 |
| met3 | 7.78 | 13 | 12 | 1240 |
| met5 | 0 | - | 0 | 0 |
| met2 | 18.2 | 133 | 50 | 5150 |
| li1 | - | 1238 | - | - |
| met4 | 1.70 | 0 | 1.7 | 172 |
-- cells in the mapped netlist, drive strengths merged (3+ instances only) --
cell type / instances
a211oi: 4
buf: 6
clkbuf: 6
dfxtp: 6
edfxtp: 144
mux2: 16
mux4: 32
nand2: 6
nand2b: 3
nor2: 4
nor3: 5
nor4: 3
o21ai: 3
xor2: 7
-- worst paths after layout --
kind | start | end | slack [ns] | cells past startpoint
worst min-delay path | wptr[0]$_SDFFE_PN0P_ | wptr[0]$_SDFFE_PN0P_ | 0.57 | 2
worst max register to register | rptr[2]$_SDFFE_PN0P_ | fifo[2][9]$_DFFE_PP_ | 2.58 | 5
worst min register to register | wptr[0]$_SDFFE_PN0P_ | wptr[0]$_SDFFE_PN0P_ | 0.57 | 2
worst max-delay path | rptr[2]$_SDFFE_PN0P_ | full | 1.46 | 5
Power and IR drop assume default switching activity.
