==> /design/flow/design.v <==
module count1#(parameter N = 64)(
    output [N/2:0]count,
    input [N-1:0]in_seq
);
function [N/2:0]counter;
    input [N-1:0] in_seq;
    integer i;
    begin
    counter = 0;
    for(i = 0;i<N;i=i+1)begin
        if(in_seq[i] == 1'b1)
            counter = counter+1'b1; 
    end
    end
endfunction
assign count = counter(in_seq);
endmodule
==> /design/flow/run.sh <==
#!/bin/bash
# OpenROAD 26Q1-2900-gdf79404cd8, Yosys 0.63+post, stock flow scripts
make -C /OpenROAD-flow-scripts/flow DESIGN_CONFIG=/design/flow/config.mk WORK_HOME=/design/flow/orfs finish
==> /design/flow/config.mk <==
export PLATFORM = sky130hd
export DESIGN_NAME = count1
export DESIGN_NICKNAME = count1
export VERILOG_FILES = /design/flow/design.v
export SDC_FILE = /design/flow/constraint.sdc
export NUM_CORES = 4
export LEC_CHECK = 1
export CORE_UTILIZATION = 50
==> /design/flow/constraint.sdc <==
current_design count1

set clk_period 31.2
set clk_io_pct 0.2

create_clock -name clk0 -period $clk_period

set non_clock_inputs [all_inputs -no_clocks]
set_input_delay [expr $clk_period * $clk_io_pct] -clock clk0 $non_clock_inputs
set_output_delay [expr $clk_period * $clk_io_pct] -clock clk0 [all_outputs]
==> flow_metrics.py <==
# Metrics from the implementation run
metrics = {
    "run_status": {
        "run_status": "complete, but fails checks",
        "violations": "negative setup slack",
    },
    "grt": {
        "grt_pass1_vias": 14200,
        "grt_pass1_wl_um": 63400,
        "grt_max_degree": 16,
        "gr-usage-all-layers": 0.257,
        "grt_remaining_overflow": 0,
        "antenna_found_initial": 0,
    },
    "worst_setup_path": {
        "crit_top_cell": "ha_4",
        "worst-path-max-fanout": 4,
        "critPathCaptureType": "primary output",
        "cp.required_ns": 24.96,
        "slowest_delay_ns": 0.39,
        "startpoint_type": "input port",
        "crit_slowest_cell": "o32a_1",
        "arrival_ns": 38.13,
        "path_class": "in -> out",
    },
    "synthesis": {
        "top_area_cell": "xnor2_1",
        "synth_cell_types": 109,
        "postSynthCellCount": 1949,
        "syn_area_um2": 14300,
        "postSynthSeqShare": 0,
        "yosys_area_um2": 14300,
        "top_area_frac": 0.138,
        "avgSynthCellArea_um2": 7.32,
        "ys_top_cells_by_area": "xnor2_1 14%, xor2_1 7.1%, nand2_1 5.9%, ha_1 5.7%, xnor3_1 5.1%",
        "ys_cells": 1949,
        "synth_warnings": 1,
    },
    "routing": {
        "vias_per_cell": 5.23,
        "wl_per_cell_um": 12.6,
        "diodes": 0,
        "drc": 0,
        "firstDrtPassIters": 5,
        "drt_iter0_markers": 783,
        "ant_nets": 0,
        "vias": 16100,
        "wirelength_um": 38700,
    },
    "cts": {
        "cts_hold_buf": 0,
    },
    "die": {
        "coreArea_um2": 27900,
        "die_width_um": 171,
        "fp-utilization": 0.510,
        "die.size.y_um": 171,
        "io_pins": 97,
        "rows": 61,
        "chip_area_um2": 29200,
    },
    "cells_and_area": {
        "ff_count": 0,
        "finalNonFillerCells": 3067,
        "drive_gt1_frac": 0.377,
        "seqCellArea_um2": 0,
        "nFillCells": 2004,
        "clkbuf_count": 0,
        "area_delta_synth_final_pct": 52.4,
    },
    "placed_design": {
        "dp.cells": 3035,
        "dp_hpwl_um": 32100,
        "gp_congestion": 0.945,
        "port_buffers": 75,
    },
    "final_timing": {
        "hold_ws_ns": 13.28,
        "setup_viol": 10,
        "worstMarginPinSlew_ns": 0.982,
        "slew_violations": 0,
        "slew_headroom": 0.328,
        "period_used_share": 1.42,
        "min_period_ns": 44.37,
        "fmax_mhz": 22.5,
        "layout_setup_ws_ns": -13.17,
        "grt_setup_unrepaired": "yes",
        "hold_viol": 0,
    },
    "job": {
        "max_cap_viol_count": 0,
        "warnings": 40,
    },
    "worst_hold_path": {
        "hold_path.class": "in -> out",
    },
}
[metrics by stage]
stage               cell area (um^2)   util  worst slack (ns)  TNS, ns
floorplan                      15000      -            -12.13  -117.25
global placement               21000  0.753            -13.18  -128.58
detailed placement             21000  0.753            -13.79  -134.73
CTS                            21100  0.755            -13.61  -133.10
global route                   21700  0.778            -14.72  -144.76
finish                         21700  0.778            -13.17  -129.27
[final timing paths]
| check | cells after the start | slack, ns | end | from |
|---|---|---|---|---|
| setup / recovery | 186 | -13.17 | count[9] | in_seq[0] |
| hold / removal | 4 | 13.28 | count[2] | in_seq[63] |
[cell usage in the layout (no fill, tap or decap), types with 30 or more instances in the layout]
cell,count
buf_4,725
nor2_1,155
inv_1,57
o21ai_0,61
xnor3_1,32
nand3_1,64
ha_1,30
clkdlybuf4s50_1,64
ha_4,35
nand2_1,202
and2_1,32
nor3_1,57
xor2_1,114
xnor2_1,217
a21oi_1,80
nor2b_1,30
[cells in the mapped netlist, types with 36 or more instances]
cell	instances
a21oi_1	91
xnor2_1	224
nand3_1	66
xor2_1	116
nor2_1	161
nor2b_1	36
nand2_1	225
clkbuf_1	43
inv_1	65
nor3_1	59
ha_1	65
o21ai_0	75
[cells by family (layout without fill, tap and decap cells)]
| kind of cell | Yosys count | in the layout | synth area share |
|---|---|---|---|
| and+or+nand+nor | 796 | 796 | 0.283 |
| AOI/OAI and AO/OA | 433 | 433 | 0.211 |
| xor gates and xnor gates | 433 | 433 | 0.352 |
| buffers and inverters | 159 | 878 | 0.0497 |
| adders and majority gates | 69 | 69 | 0.0599 |
| muxes | 58 | 58 | 0.0434 |
| other | 1 | 22 | 0.000263 |
[critical path, delay by kind of cell]
family	cells	cell delay, ns
mux	18	4.75
compound gates	43	5.62
buf+inv	13	1.01
fa+ha+maj	54	14.25
xor+xnor	7	1.11
simple gates	51	5.14
[area by class of cell]
| class | count | area (um^2) | share of cell area |
|---|---|---|---|
| inverter | 71 | 295 | 0.0136 |
| multi-input combinational | 1811 | 14700 | 0.676 |
| tap | 378 | 473 | 0.0218 |
| timing repair buffer | 807 | 6270 | 0.289 |
[per-layer routing]
metal	track usage	vias up	wire (um)
li1	-	8486	-
met4	0.0101	0	127
met3	0.00777	14	999
met5	0	-	0
met1	0.399	7316	20500
met2	0.420	236	17100
[what timing repair did]
item                       4_1_cts  5_1_grt
setup endpoints to repair       10       10
setup buffers                    2       32
gates resized                   10      113
pin swaps                       10       94
